==> run.sh <==
#!/bin/bash
# OpenROAD 26Q1-2900-gdf79404cd8, Yosys 0.63+post, stock flow scripts
make -C /OpenROAD-flow-scripts/flow DESIGN_CONFIG=/design/flow/config.mk WORK_HOME=/design/flow/orfs finish
==> design.v <==
module insert_headeraxi_stream_insert_header #(
parameter DATA_WD = 32,
parameter DATA_BYTE_WD = DATA_WD / 8,
parameter BYTE_CNT_WD = $clog2(DATA_BYTE_WD)
) (
input wire clk,
input wire rst_n,
input wire valid_in,
input wire [DATA_WD-1 : 0] data_in,
input wire [DATA_BYTE_WD-1 : 0] keep_in,
input wire last_in,
output wire ready_in,
output wire valid_out,
output wire [DATA_WD-1 : 0] data_out,
output wire [DATA_BYTE_WD-1 : 0] keep_out,
output wire last_out,
input wire ready_out,
input wire valid_insert,
input wire [DATA_WD-1 : 0] data_insert,
input wire [DATA_BYTE_WD-1 : 0] keep_insert,
input wire [BYTE_CNT_WD-1 : 0] byte_insert_cnt,
output wire ready_insert
);
parameter STREAM_LENGTH = 6;
parameter ODELAY_PERIOD = 3;
assign valid_out = (data_out == 0)? 0 : 1;
assign ready_insert = valid_in & ready_in;
reg [DATA_WD-1 : 0] data_in_r;
always @(posedge clk or negedge rst_n)  begin
    if(!rst_n)
        data_in_r <= 0;
    else
        data_in_r <= data_in;
end
reg [DATA_WD-1 : 0] data_insert_r;
always @(posedge clk or negedge rst_n)  begin
    if(!rst_n)
        data_insert_r <= 0;
    else
        data_insert_r <= data_insert;
end
reg [3:0] last_delay_cnt;
always @(posedge clk or negedge rst_n) begin
    if(!rst_n)
        last_delay_cnt <= 0;
    else
        if(last_delay_cnt == ODELAY_PERIOD)         
            last_delay_cnt <= 0;
        else
            if(last_in | (last_delay_cnt != 0))
                last_delay_cnt <= last_delay_cnt + 1;
end
reg [STREAM_LENGTH-1:0] datain_counter; 
always @(posedge clk or negedge rst_n) begin
    if(!rst_n)
        datain_counter <= 0;
    else
        if(last_in)
            datain_counter <= 0;
        else
            if(valid_in & ready_in)
                datain_counter <= datain_counter + 1;
            else
                datain_counter <= 0;
end
reg flag_insert;
always @(posedge clk or negedge rst_n) begin
    if(!rst_n)
        flag_insert <= 0;
    else
        if(last_in)
            flag_insert <= 0;
        else
            if(valid_in & ready_in & valid_insert & ready_insert & !valid_out & (datain_counter == 0))
                flag_insert <= 1;
            else
                flag_insert <= flag_insert;
end
reg flag_insert_r;
always @(posedge clk or negedge rst_n) begin
    if(!rst_n)
        flag_insert_r <= 0;
    else
        flag_insert_r <= flag_insert;
end
reg flag_insert_rr;
always @(posedge clk or negedge rst_n) begin
    if(!rst_n)
        flag_insert_rr <= 0;
    else
        flag_insert_rr <= flag_insert_r;
end
wire [DATA_WD-1 : 0] header_out;
assign header_out = (flag_insert)? ((data_insert_r << 8*(DATA_BYTE_WD-byte_insert_cnt)) ^ (data_in_r >> 8*byte_insert_cnt)) : 0;
wire flag_header_out;
assign flag_header_out = ({flag_insert , flag_insert_r} == 2'b10)? 1 : 0;
reg [DATA_WD-1 : 0] data_buffer;
always @(posedge clk or negedge rst_n) begin
    if(!rst_n)
        data_buffer <= 0;
    else    
        if(flag_insert | flag_insert_r)
            data_buffer <= (data_in_r << 8*(DATA_BYTE_WD-byte_insert_cnt));
        else
            data_buffer <= 0;
end
reg [DATA_WD-1 : 0] data_out_pre;
always @(posedge clk or negedge rst_n) begin
    if(!rst_n)
        data_out_pre <= 0;
    else
        if({(flag_insert | flag_insert_r) , flag_header_out} == 2'b11)
            data_out_pre <= header_out;
        else
            if({(flag_insert | flag_insert_r | flag_insert_rr) , flag_header_out} == 2'b10)
                data_out_pre <= (data_buffer ^ (data_in_r >> 8*byte_insert_cnt));
            else
                if(last_delay_cnt == 3)
                    data_out_pre <= 0;
                else
                    data_out_pre <= data_in_r;
end
assign data_out = data_out_pre;
reg [BYTE_CNT_WD-1 : 0] byte_datain_cnt;
integer i;
always @(*) begin
    byte_datain_cnt = 0;
        for (i=0; i<DATA_BYTE_WD; i=i+1) begin
            if (keep_in[i]==1'b1) begin
                byte_datain_cnt = byte_datain_cnt + keep_in[i];
        end
    end
end
reg [BYTE_CNT_WD-1 : 0] byte_datain_cnt_r;
always @(posedge clk or negedge rst_n) begin
    if(!rst_n)
        byte_datain_cnt_r <= 0;
    else
        if(last_in)
            byte_datain_cnt_r <= byte_datain_cnt;
        else
            byte_datain_cnt_r <= byte_datain_cnt_r;
end 
reg [BYTE_CNT_WD-1 : 0] byte_insert_cnt_r;
always @(posedge clk or negedge rst_n) begin
    if(!rst_n)
        byte_insert_cnt_r <= 0;
    else
        if(!(flag_insert | flag_insert_r))
            byte_insert_cnt_r <= 0;
        else
            if(last_in)
                byte_insert_cnt_r <= byte_insert_cnt;
            else
                byte_insert_cnt_r <= byte_insert_cnt_r;
end 
reg last_out_pre;
always @(posedge clk or negedge rst_n) begin
    if(!rst_n)
        last_out_pre <= 0;
    else
        if((byte_datain_cnt_r + byte_insert_cnt_r) <= 4)
            last_out_pre  = (last_delay_cnt == 1);
        else
            last_out_pre  = (last_delay_cnt == 2);
end
assign last_out = last_out_pre;
assign ready_in = ((last_delay_cnt == 0) & !last_in)? 1 : 0;
endmodule
==> config.mk <==
export PLATFORM = sky130hd
export DESIGN_NAME = insert_headeraxi_stream_insert_header
export DESIGN_NICKNAME = insert_headeraxi_stream_insert_header
export VERILOG_FILES = /design/flow/design.v
export SDC_FILE = /design/flow/constraint.sdc
export NUM_CORES = 4
export LEC_CHECK = 1
export CORE_UTILIZATION = 40
==> constraint.sdc <==
current_design insert_headeraxi_stream_insert_header

set clk_period 4.0
set clk_io_pct 0.2

create_clock -name clk0 -period $clk_period [get_ports {clk}]

set non_clock_inputs [all_inputs -no_clocks]
set_input_delay [expr $clk_period * $clk_io_pct] -clock clk0 $non_clock_inputs
set_output_delay [expr $clk_period * $clk_io_pct] -clock clk0 [all_outputs]
==> out/qor.log <==
qor: cts.cts-hold-fix-buffers 0
qor: synth.netlist-cell-type-count 50
qor: global_route.first_global_vias 5029
qor: floorplan.core_ar 0.0168 mm2
qor: placed_design.placed_cells_incl_taps 935
qor: floorplan.floorplanUtilization 41.5%
qor: floorplan.pin_count 120
qor: flow_run.warning_count 32
qor: drt.detail-route-antenna-nets 0
qor: drt.number_of_search_and_repair_iterations_in_the_first_detailed_routing_pass 5
qor: critical_path.start_kind input pin
qor: critical_path.worstPathCellList clkdlybuf4s50_1 > inv_1 > and3_1 > nand2_2 > inv_1 > clkdlybuf4s50_1
qor: cts.cts_root_buffer clkbuf_16
qor: placed_design.port_buffers 110
qor: critical_path.worst_path_largest_cell_delay 570 ps
qor: final_timing.slew_headroom 46.4%
qor: drt.detail_route.drc_violations 0
qor: synth.post_synthesis_cells 632
qor: cts.worst_skew_late_latency 420 ps
qor: cts.clock_sinks 146
qor: critical_path.crit-reg2reg-capture data_out_pre[23]$_DFF_PN0_
qor: global_route.overflow 0
qor: pwr.leakage 3.93 nW
qor: cts.post_cts.repair.setup_buffers 0
qor: flow_run.reported_max_cap_violation_count 0
qor: final_timing.clock-skew-final 6.61 ps
qor: cts.cts-buffers-inserted 17
qor: cts.cts_tree done
qor: synth.synth.cell_area 0.00698 mm2
qor: run_status.run_status complete, no violations
qor: final_layout.post_route_cells_drive_above_1_share 8.32%
qor: cts.cts_resized 0
qor: synth.synth-main-ff-cell dfrtp_1
qor: synth.yosys_area 0.00698 mm2
qor: critical_path.reg2reg_depth 5
qor: placed_design.placed_cell_area 0.00822 mm2
qor: final_timing.maxClockFrequency 311 MHz
qor: drt.drt-wirelength-per-cell 18.1 um
qor: critical_path.timing.critical_path.required 3200 ps
qor: synth.synth.avg_cell_area 11.0 um2
qor: cts.clk_transition_reported_paths 50 ps
qor: synth.yosysCellCount 632
qor: synth.async_flop_share 100%
qor: pwr.power 4.13 mW
qor: critical_path.family_of_cells_with_the_greatest_summed_delay_on_the_critical_path buffers and inverters
qor: drt.route.final.wire_length 17400 um
qor: drt.insertedDiodeCount 0
qor: final_layout.layout-area-overhead-vs-synth 26.1%
qor: cts.maximum_clock_path_buffer_count 2
qor: synth.ys.flops 146
qor: critical_path.worst_path_arrival 2420 ps
qor: floorplan.die-height 134 um
qor: drt.first_iter_violations 249
qor: cts.cts-htree-levels 4
qor: floorplan.placement_rows 47
qor: final_timing.setup-violations-final 0
qor: placed_design.post-dp-hpwl 12800 um
qor: final_layout.instances_no_fill 965
qor: synth.synth.yosys.warnings 5
qor: synth.synth.largest_area_cell dfrtp_1
qor: drt.detailroute.via_count 5035
qor: final_timing.final_min_period_over_clock_period 80.5%
qor: final_timing.rsz0062_at_grt false
qor: floorplan.chipWidth 134 um
qor: final_layout.cell_area_after_layout 0.00881 mm2
qor: critical_path.cpMaxStageDelayCell clkdlybuf4s50_1
qor: final_timing.worst_max_slew_pin_slew 805 ps
qor: synth.synth.area.top_cells dfrtp_1 52%, mux2i_1 7.2%, xor2_1 4.4%, nor2_1 3.5%, xnor2_1 3.4%
qor: final_timing.report.final.slew_viol_count 0
qor: placed_design.place_congestion 0.879
qor: pwr.max-vdd-ir-drop 0.334 mV
qor: floorplan.dieArea 0.0180 mm2
qor: final_timing.final_period_minus_worst_setup_slack 3220 ps
qor: synth.synth-edff-count 0
qor: min_path.hold_path.class input pin to async pin
qor: global_route.combined_global_route_utilization_of_all_metal_layers 21.1%
qor: final_timing.final-hold-violation-count 0
qor: synth.top_cell_area_share 52.3%
qor: critical_path.crit-reg2reg-launch last_delay_cnt[0]$_DFFE_PN0P_
qor: critical_path.path_max_fanout 7
qor: final_layout.n_fill_cell 1444
qor: critical_path.worst-r2r-setup-slack 1830 ps
qor: global_route.antenna_found_initial 0
qor: synth.postSynthSeqShare 52.3%
qor: critical_path.cp_num_buf_inv 4
qor: critical_path.timing_worst_setup_path_type input pin to primary output
qor: critical_path.timing.critical_path.to_type primary output
qor: global_route.pin_count_of_the_biggest_net_entering_global_routing 82
qor: critical_path.critical_path_depth 6
qor: final_layout.finish.utilization 52.4%
qor: global_route.grt_pass1_wl 27700 um
qor: final_timing.setup-tns-final 0 ps
qor: drt.post_drt_via_cell_ratio 5.22
qor: pwr.cellPowerDensity 469 mW/mm2
-- cell families after synthesis --
| family | share of synthesized area [%] |
|---|---|
| compound gates | 13.5 |
| buf+inv | 4.12 |
| simple gates | 11.6 |
| fa+ha+maj | 1.83 |
| flops | 52.3 |
| other cells | 0.0537 |
| xor+xnor | 7.78 |
| mux | 8.78 |
-- metrics by stage --
stage               setup slack (ps)  hold WS, ps
floorplan                       1070          452
global placement                 734          477
detailed placement               751          485
CTS                              779          393
global route                     669          405
finish                           782          364
-- where the power goes --
part	leakage (nW)	internal, mW	switching [mW]	total, mW
sequential	1.82	1.62	0.117	1.74
combinational	1.83	0.466	0.378	0.844
clock	0.283	0.973	0.578	1.55
-- state kept, by name, indices dropped and copies added, names as in the netlist, 2 cells and up --
signal / cells
datain_counter: 6
data_out_pre: 32
byte_datain_cnt_r: 2
data_buffer: 32
data_in_r: 32
data_insert_r: 32
byte_insert_cnt_r: 2
last_delay_cnt: 4
-- how the worst max path moves through the flow --
stage / start / endpoint
CTS: last_in / ready_insert
global route: last_in / ready_insert
finish: last_in / ready_insert
-- cells in the final DEF (no fill, tap or decap), types with 13 or more instances in the layout --
| cell type | count |
|---|---|
| dfrtp_1 | 146 |
| clkdlybuf4s50_1 | 108 |
| nor2_1 | 66 |
| mux2i_1 | 50 |
| nand2_1 | 37 |
| xor2_1 | 35 |
| xnor2_1 | 27 |
| a211oi_1 | 24 |
| o21ai_0 | 23 |
| a21oi_1 | 18 |
| clkbuf_16 | 17 |
| a22oi_1 | 16 |
| inv_1 | 13 |
-- Yosys cell counts (all sizes together) (11+ instances only) --
master,number
a211oi,24
a21oi,20
a22oi,16
buf,32
dfrtp,146
inv,13
mux2i,50
nand2,38
nor2,70
nor2b,11
o21ai,27
xnor2,27
xor2,35
-- layout make-up --
class	instances	area, um2	share of cell area (%)
Inverter	14	52.6	0.597
Multi-Input combinational cell	435	3050	34.7
Tap cell	220	275	3.12
Clock inverter	9	106	1.21
Timing Repair Buffer	120	1190	13.5
Sequential cell	146	3650	41.5
Clock buffer	21	480	5.45
-- metal layers --
layer | track usage [%] | share of wire [%] | up-vias
met5 | 0 | 0 | -
met4 | 3.00 | 1.4 | 0
met3 | 3.86 | 5.6 | 14
met2 | 33.1 | 49 | 168
met1 | 32.5 | 44 | 2434
li1 | - | - | 2419
Power and IR drop assume default switching activity.
