## run.sh

```bash
#!/bin/bash
# OpenROAD 26Q1-2900-gdf79404cd8, Yosys 0.63+post, stock flow scripts
make -C /OpenROAD-flow-scripts/flow DESIGN_CONFIG=/design/flow/config.mk WORK_HOME=/design/flow/orfs finish
```

## config.mk

```make
export PLATFORM = sky130hd
export DESIGN_NAME = axi_stream_input_gen
export DESIGN_NICKNAME = axi_stream_input_gen
export VERILOG_FILES = /design/flow/design.v
export SDC_FILE = /design/flow/constraint.sdc
export NUM_CORES = 4
export LEC_CHECK = 1
export CORE_AREA = 10 10 70 70
export DIE_AREA = 0 0 80 80
```

## constraint.sdc

```tcl
current_design axi_stream_input_gen

set clk_period 2.2
set clk_io_pct 0.2

create_clock -name clk0 -period $clk_period [get_ports {clk}]

set non_clock_inputs [all_inputs -no_clocks]
set_input_delay [expr $clk_period * $clk_io_pct] -clock clk0 $non_clock_inputs
set_output_delay [expr $clk_period * $clk_io_pct] -clock clk0 [all_outputs]
```

## design.v

```verilog
module axi_stream_input_gen #(
parameter DATA_WD = 32,
parameter DATA_BYTE_WD = DATA_WD / 8,
parameter NUM_PACKETS_PER_STREAM = 10  
)(
input wire clk,
input wire rst_n,
input wire axi_tready,
output wire axi_tvalid,
output wire axi_tlast,
output wire [DATA_BYTE_WD-1 : 0] axi_keep,
output wire [DATA_WD-1 : 0] axi_tdata
);
reg [DATA_WD-1 : 0] axi_tdata_pre;
reg [4:0] packet_count;  
reg [31:0] stream_count;  
assign axi_tvalid = (axi_tdata == 0)? 0 : 1;
always @(posedge clk or negedge rst_n) begin
    if (!rst_n)
        axi_tdata_pre <= 0;
    else
        if (axi_tready) 
            axi_tdata_pre <= $random;
        else
            axi_tdata_pre <= axi_tdata_pre;
end
always @(posedge clk or negedge rst_n) begin
    if (!rst_n)
        packet_count <= 0;
    else    
        if (axi_tready & (packet_count < NUM_PACKETS_PER_STREAM - 1))
            packet_count <= packet_count + 1;
        else
            packet_count <= 0;
end
always @(posedge clk or negedge rst_n) begin
    if (!rst_n)
        stream_count <= 0;
    else    
        if (axi_tready & axi_tvalid & (packet_count == NUM_PACKETS_PER_STREAM - 1))
            stream_count <= stream_count + 1;
        else
            stream_count <= 0;
end
assign axi_tlast = (packet_count == NUM_PACKETS_PER_STREAM - 1)? 1 : 0;
assign axi_keep = (axi_tlast)? 4'b1110 : (axi_tready & axi_tvalid)? 4'b1111 : 0;
assign axi_tdata = axi_tdata_pre;
assign axi_tvalid = (axi_tdata == 0)? 0 : 1;
endmodule
```

==> flow_metrics.rpt <==
=== SYNTHESIS / PLACE & ROUTE SUMMARY ===
----------------------------------------------------
[Status]
  Run status ........................ completed

[Synth]
  Synth Warn # ........................ 4
  Dominant comb cell ........................ buffers and inverters
  Syn Std Cell Area ........................ 509.2 um^2
  Synth Instances ........................ 56
  XOR Share, Synth ........................ 0.01720
  Count of distinct cell types in the synthesized netlist ........................ 13
  Number of cells in the yosys synthesis report ........................ 56
  Complex Gates by Area ........................ 0.02948
  Post-synthesis chip area from yosys ........................ 509.2 um^2
  Mux share of post-synthesis cell area ........................ 0
  Total of flip-flops plus latches after synthesis ........................ 5
  Post-synthesis adder-cell area fraction ........................ 0.04914
  Per-instance average area after synthesis ........................ 9.094 um^2
  Sequential share of the synthesized area ........................ 0.2457
  Simple-gate area share of the yosys netlist ........................ 0.09828

[Power and ir drop]
  Power after layout ........................ 0.2138 mW
  Maximum VDD drop ........................ 0.06091 mV
  Static leakage ........................ 0.2549 nW
  Power per Cell Area ........................ 406.8 nW/um^2

[Timing]
  # setup viols final ........................ 0
  Hold Worst Slack ........................ 0.4156 ns
  Final number of max-transition violations ........................ 0
  Final WS setup ........................ 0.1843 ns
  Final hold violation count ........................ 0
  Highest attainable clock frequency ........................ 496.1 MHz
  Total Negative Setup Slacks ........................ 0 ns
  RSZ-0062 raised after global routing ........................ no
  Final clock period utilization by the worst path ........................ 0.9162
  Setup clock skew after layout ........................ 0.002208 ns
  Final Critical Period ........................ 2.016 ns

[Global routing]
  Largest net degree at the start of global routing ........................ 7
  Vias in the first global route ........................ 324
  Global-route wire length before repair ........................ 1.283 mm
  GRT Overall Usage ........................ 0.02391
  Grt ovf ........................ 0
  Number of antenna violations at the first check in global routing ........................ 0

[Floorplan]
  Floorplan-stage core utilization ........................ 0.1491
  Placement Rows ........................ 21
  Die height ........................ 80 um
  Overall chip area ........................ 6400 um^2
  Core ar. ........................ 3416 um^2
  Top-level port count ........................ 41
  DIE WIDTH ........................ 80 um

[Place]
  Post-placement cell count ........................ 106
  Place WS ........................ 0.2535 ns
  Final Wtd Congestion ........................ 0.6776
  Post-placement cell area ........................ 484.2 um^2
  HPWL reported at the end of detailed placement ........................ 770.6 um
  I/O Buffers ........................ 6

[Setup path]
  Critical Path End Type ........................ output pin
  Register-to-register path setup slack ........................ 0.96 ns
  Crit path max fanout ........................ 4
  Delay of the slowest critical-path stage ........................ 0.46 ns
  Arrival time of data at the critical path endpoint ........................ 1.58 ns
  Ordered cell list for the critical path ........................ inv_1 -> ha_1 -> nor4bb_2 -> buf_4 -> clkdlybuf4s50_1
  CP max stage cell ........................ clkdlybuf4s50_1
  CP Class ........................ flop to output pin
  Kind of start point of the critical path ........................ flop
  Endpoint of the worst-slack reg-to-reg timing path ........................ packet_count[3]$_DFF_PN0_
  Reg-to-reg critical path startpoint ........................ packet_count[1]$_DFF_PN0_
  CP required ........................ 1.76 ns
  Path depth of the worst reg2reg path ........................ 3

[Detailed routing]
  Total inserted antenna cells ........................ 0
  Via total after detailed routing ........................ 254
  First-pass iteration count of the detailed router ........................ 2
  Via count normalized by instance count ........................ 2.288
  Routed Wire Length ........................ 851 um
  Number of antenna-violating nets in the routed design ........................ 0
  Number of DRC markers in iteration 0 ........................ 9
  Routed wire length per instance ........................ 7.667 um
  Post-detailed-route DRC marker count ........................ 0

[Clocking]
  Post-CTS Hold Fix Bufs ........................ 0
  CTS tree ........................ done
  Clock tree root driver cell ........................ clkbuf_4
  Total clock buffers created by CTS ........................ 3
  Number of levels in the clock H-tree ........................ 1
  Maximum clock path buffer count ........................ 2
  Num Clock Sinks ........................ 5
  Clock-pin slew on the worst setup and hold paths ........................ 0.04 ns
  Clk Latency, worst-skew pair ........................ 0.23 ns

[Cells and area]
  Most flops, register ........................ packet_count
  Commonest cells after routing, fill and taps aside ........................ conb_1 (35), clkdlybuf4s50_1 (6), dfrtp_1 (4)
  Growth of design area from synthesis to finish ........................ 3.194%
  Commonest Layout Cell ........................ conb_1
  Final core utilization ........................ 0.1538
  Number of flip-flops under the largest register name ........................ 5
  Final Instance Area ........................ 525.5 um^2
  Largest registers ........................ packet_count x5
  Share of post-route cells with drive strength above 1 ........................ 0.1231
  Post-layout instance count excluding filler cells ........................ 111

[Job]
  MaxCap Viol Count ........................ 0
  OpenROAD warning count ........................ 26

[Hold path]
  Worst min path class ........................ primary input to asynchronous set/reset pin

----------------------------------------------------
## kinds of logic after synthesis
family,after synthesis
xor gates and xnor gates,1
other,1
buffers and inverters,38
DFF,5
AOI/OAI and AO/OA,2
and+or+nand+nor,7
adders and majority gates,2
## worst max-delay path, delay by kind of cell, from the launching register on
kind                     cells  cell delay (ns)
adder cells (fa/ha/maj)      1             0.12
AND/OR/NAND/NOR              1             0.18
buffers and inverters        3             0.68
flip-flops                   1             0.37
## power by group
| group | leakage, nW | internal (mW) | switching (mW) |
|---|---|---|---|
| sequential | 0.0650 | 0.0953 | 0.00262 |
| combinational | 0.175 | 0.00636 | 0.00855 |
| clock | 0.0150 | 0.0683 | 0.0327 |
| total | 0.255 | 0.170 | 0.0439 |
## cell type report
type | instances | area (um^2)
well taps | 46 | 57.56
multi-input cells | 47 | 236.5
repair buffers | 8 | 75.07
fillers | 406 | 2890
inverters | 1 | 3.754
flip-flops and latches | 5 | 126.4
clock buffers | 4 | 26.28
## routing by layer
metal | global-route usage | vias up | share of wire
met1 | 0.02679 | 108 | 0.40
met5 | 0 | - | 0
met3 | 0.01250 | 0 | 0.11
met2 | 0.03852 | 22 | 0.49
li1 | - | 124 | -
met4 | 0.007042 | 0 | 0
## worst max path at each step
stage,from,endpoint,cells after the start
CTS,packet_count[1]$_DFF_PN0_,axi_keep[1],5
global route,packet_count[1]$_DFF_PN0_,axi_keep[2],5
finish,packet_count[1]$_DFF_PN0_,axi_tlast,5
## cell usage after synthesis
cell      count  area (um^2)
nand4b_1      1        8.760
conb_1        1        3.750
nor4bb_1      1        10.01
buf_4        37        277.8
dfrtp_1       5        125.1
o31a_2        1        10.01
nand2b_1      1        6.260
inv_1         1        3.750
ha_1          2        25.02
a21oi_1       1        5.000
nor3_1        3        15.01
xnor2_1       1        8.760
or4b_1        1        10.01
## repair_timing
action                                  4_1_cts  5_1_grt
setup buffers                                 0        1
endpoints found under the setup margin        0        4
gates resized                                 0        2
Power figures rest on the tool's default switching activity, not on a simulated workload.
